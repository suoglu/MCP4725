## design/flow/config.mk

```make
export PLATFORM = sky130hd
export DESIGN_NAME = mcp4725
export DESIGN_NICKNAME = mcp4725
export VERILOG_FILES = /design/flow/design.v
export SDC_FILE = /design/flow/constraint.sdc
export NUM_CORES = 4
export LEC_CHECK = 1
export CORE_UTILIZATION = 30
```

## design/flow/constraint.sdc

```tcl
current_design mcp4725

set clk_period 2.7
set clk_io_pct 0.2

create_clock -name clk0 -period $clk_period [get_ports {clk}]

set non_clock_inputs [all_inputs -no_clocks]
set_input_delay [expr $clk_period * $clk_io_pct] -clock clk0 $non_clock_inputs
set_output_delay [expr $clk_period * $clk_io_pct] -clock clk0 [all_outputs]
```

## design/flow/design.v

```verilog
module mcp4725(
  input clk,
  input rst,
  input  SCL_i,
  output SCL_o,
  output SCL_t,
  input  SDA_i,
  output SDA_o,
  output SDA_t,
  input [11:0] data_i,
  output reg [11:0] data_reg,
  input enable,
  input [1:0] mode_i,
  output reg [1:0] mode_reg,
  input writeToMem,
  input readFromMem,
  input [1:0] i2cSpeed,
  input A0,
  input clk_2x100kHz,  
  input clk_2x400kHz,
  input clk_2x1_7MHz,
  input clk_2x3_4MHz);
  localparam ADDRESSI2Cmid = 4'b0001;
  localparam I2CREADY = 3'b000,
             I2CSTART = 3'b001,
             I2CADDRS = 3'b011,
             I2CWRITE = 3'b110,
         I2CWRITE_ACK = 3'b010,
              I2CREAD = 3'b111,
          I2CREAD_ACK = 3'b101,
              I2CSTOP = 3'b100;
  reg [2:0] i2cState;
  wire i2cinREADY = (i2cState == I2CREADY);
  wire i2cinSTART = (i2cState == I2CSTART);
  wire i2cinADDRS = (i2cState == I2CADDRS);
  wire i2cinWRITE = (i2cState == I2CWRITE);
  wire i2cinWRITEACK = (i2cState == I2CWRITE_ACK);
  wire i2cinREAD = (i2cState == I2CREAD);
  wire i2cinREADACK = (i2cState == I2CREAD_ACK);
  wire i2cinSTOP = (i2cState == I2CSTOP);
  wire i2cFinished = i2cinSTOP & SCL;
  wire i2cinACK = i2cinREADACK | i2cinWRITEACK;
  reg [7:0] SDA_i_buff, SDA_o_buff, SDA_i_source;
  reg i2c_double_clk;  
  reg i2c_clk;  
  wire SDA_Write;
  wire SDA_Claim;
  wire SDA_Shift_State, SDA_Update_State;
  reg SDA_d;
  reg i2c_double_clk_d, SCL_d;
  wire i2c_double_clk_posedge =  i2c_double_clk & ~i2c_double_clk_d;
  wire i2c_double_clk_negedge = ~i2c_double_clk &  i2c_double_clk_d;
  wire   SCL_claim = ~i2cinREADY;
  assign SCL_t     = ~SCL_claim;
  wire   SCL       = (SCL_claim) ? i2c_clk : SCL_i;
  assign SCL_o     =  SCL;
  wire   SDA = (SDA_Claim) ? SDA_Write : SDA_i;
  assign SDA_o = SDA;
  assign SDA_t = ~SDA_Claim;
  assign SDA_Claim = i2cinSTART | i2cinADDRS | i2cinWRITE | i2cinREADACK | i2cinSTOP;
  assign SDA_Write = (i2cinSTART | i2cinREADACK | i2cinSTOP) ? 1'd0 : SDA_i_buff[7];
  wire    SCL_posedge  =  SCL & ~SCL_d;
  wire    SDA_negedge  = ~SDA &  SDA_d;
  wire    SDA_posedge  =  SDA & ~SDA_d;
  wire  stopCondition  =  SCL & SDA_posedge;
  wire startCondition  =  SCL & SDA_negedge;
  reg i2cBusy;
  always@(posedge clk or posedge rst) begin
    if(rst) begin
      i2cBusy <= 1'b0;
    end else case(i2cBusy)
      1'b0: i2cBusy <= startCondition & inReady;
      1'b1: i2cBusy <= ~stopCondition & inReady;
    endcase
  end
  reg [2:0] i2cBitCounter;
  wire i2cBitCounterDONE;
  reg [2:0] i2cByteCounter;
  reg i2cByteCounterDONE;
  localparam IDLE = 2'b00,
             UPDATE = 2'b01,
             WRITEMEM = 2'b11,
             READMEM = 2'b10;
  reg [1:0] state;
  wire inIDLE = (state == IDLE);
  wire inUPDATE = (state == UPDATE);
  wire inWRITEMEM = (state == WRITEMEM);
  wire inREADMEM = (state == READMEM);
  wire inMEMop = inWRITEMEM | inREADMEM;
  wire readNwrite = inREADMEM;
  wire [7:0] devAddres = {{2{~i2cSpeed[1]}},ADDRESSI2Cmid, A0, readNwrite};  
  wire dataUpdate = enable & ((data_i != data_reg) | (mode_i != mode_reg));
  always@* begin
    if(inMEMop)
      i2c_double_clk = clk_2x100kHz;
    else case(i2cSpeed)
      2'd0: i2c_double_clk = clk_2x100kHz;
      2'd1: i2c_double_clk = clk_2x400kHz;
      2'd2: i2c_double_clk = clk_2x1_7MHz;
      2'd3: i2c_double_clk = clk_2x3_4MHz;
    endcase
  end 
  always@(posedge clk or posedge rst) begin
    if(rst) begin
      i2cState <= I2CREADY;
    end else if (i2c_double_clk_negedge)
      case(i2cState)
        I2CREADY     : i2cState <= (~inIDLE & i2c_clk & ~i2cBusy) ? I2CSTART : i2cState;
        I2CSTART     : i2cState <= (~SCL) ? I2CADDRS : i2cState;
        I2CADDRS     : i2cState <= (~SCL & i2cBitCounterDONE) ? I2CWRITE_ACK : i2cState;
        I2CWRITE_ACK : i2cState <= (~SCL) ? ((~SDA_d & ~i2cByteCounterDONE) ? ((~readNwrite) ? I2CWRITE : I2CREAD): I2CSTOP) : i2cState;
        I2CWRITE     : i2cState <= (~SCL & i2cBitCounterDONE) ? I2CWRITE_ACK : i2cState;
        I2CREAD      : i2cState <= (~SCL & i2cBitCounterDONE) ? I2CREAD_ACK : i2cState;
        I2CREAD_ACK  : i2cState <= (~SCL) ? ((i2cByteCounterDONE) ? I2CSTOP : I2CREAD) : i2cState;
        I2CSTOP      : i2cState <= (SCL) ? I2CREADY : i2cState;
      endcase
  end
  always@(posedge clk)  begin
    i2c_double_clk_d <= i2c_double_clk;
    SDA_d <= i2c_double_clk_negedge ? SDA : SDA_d;
  end
  always@(posedge i2cinACK or posedge i2cinSTART) begin
    if(i2cinSTART) begin
      i2cByteCounter <= 3'd0;
    end else if(i2cinACK) begin
      i2cByteCounter <= i2cByteCounter + 3'd1;
    end
  end
  always@*
    case(state)
      UPDATE   : i2cByteCounterDONE = (i2cByteCounter == 3'd3);
      WRITEMEM : i2cByteCounterDONE = (i2cByteCounter == 3'd4);
      READMEM  : i2cByteCounterDONE = (i2cByteCounter == 3'd6);
      default  : i2cByteCounterDONE = 1;
    endcase
  assign i2cBitCounterDONE = ~|i2cBitCounter;
  always@(posedge clk) 
    case(i2cState)
      I2CADDRS : i2cBitCounter <= i2cBitCounter + {2'd0, SCL_posedge};
      I2CWRITE : i2cBitCounter <= i2cBitCounter + {2'd0, SCL_posedge};
      I2CREAD  : i2cBitCounter <= i2cBitCounter + {2'd0, SCL_posedge};
      default  : i2cBitCounter <= 3'd0;
    endcase
  always@*
    case(i2cByteCounter)
      3'd0: SDA_i_source = devAddres;
      3'd1:
        case(state)
          UPDATE   : SDA_i_source = {2'd0, mode_reg, data_reg[11:8]};
          WRITEMEM : SDA_i_source = {3'b011, 2'b11, mode_reg, mode_reg[0]};
          default  : SDA_i_source = 8'd0;
        endcase
      3'd2:
        case(state)
          UPDATE   : SDA_i_source = data_reg[7:0];
          WRITEMEM : SDA_i_source = data_reg[11:4];
          default  : SDA_i_source = 8'd0;
        endcase
      3'd3:
        case(state)
          WRITEMEM : SDA_i_source = {data_reg[3:0], {4{data_reg[0]}}};
          default  : SDA_i_source = 8'd0;
        endcase
      default:
        SDA_i_source = 8'd0;
    endcase
  always@(posedge clk) begin
    if(i2c_double_clk_negedge) begin
      if(SDA_Update_State)
        SDA_i_buff <= SDA_i_source;
      else if(SDA_Shift_State & ~SCL & |i2cBitCounter)
        SDA_i_buff <= {SDA_i_buff << 1};
    end
  end
  assign SDA_Update_State = i2cinSTART | i2cinWRITEACK;
  assign SDA_Shift_State = i2cinADDRS | i2cinWRITE;
  always@(posedge clk)  begin
    SDA_o_buff <= (i2cinREAD & SCL_posedge) ? {SDA_o_buff[7:0], SDA} : SDA_o_buff;
  end
  always@(posedge clk or posedge rst) begin
    if(rst) begin
      state <= IDLE;
    end else case(state)
      IDLE: begin
        if(readFromMem)
          state <= READMEM;
        else if(writeToMem)
          state <= WRITEMEM;
        else if(dataUpdate)
          state <= UPDATE;
      end
      default: state <= (i2cFinished) ? IDLE : state;
    endcase
  end
  always@(posedge clk or posedge rst) begin
    if(rst) begin
      data_reg <= 12'd0;
      mode_reg <= 2'd0;
    end else begin
      if((dataUpdate | writeToMem) & i2cinREADY) begin  
          data_reg <= data_i;
          mode_reg <= mode_i;
      end else if(inREADMEM & i2cinREADACK) begin  
        case(i2cByteCounter)
          3'd5: begin
            mode_reg <= SDA_o_buff[6:5];
            data_reg[11:8] <= SDA_o_buff[3:0];
          end
          3'd6: data_reg[7:0] <= SDA_o_buff;
        endcase
      end
    end
  end
  always@(posedge clk or posedge rst) begin
    if(rst) begin
      i2c_clk <= 1'b1;
    end else begin
      i2c_clk <= i2c_clk ^ i2c_double_clk_posedge;
    end
  end
endmodule 
module clkGen100MHz_6_25MHz(
  input clk100MHz,
  input rst,
  output reg clk6_25MHz);
  reg [2:0] counter;
  wire counterDone;
  assign counterDone = &counter;
  always@(posedge clk100MHz or posedge rst) begin
    if(rst) begin
      counter <= 3'd0;
    end else begin
      counter <= counter + 3'd1;
    end
  end
  always@(posedge clk100MHz or posedge rst) begin
    if(rst) begin
      clk6_25MHz <= 1'd0;
    end else begin
      clk6_25MHz <= (counterDone) ? ~clk6_25MHz : clk6_25MHz;
    end
  end
endmodule
module clkGenclk6_25MHz_3_12MHz(
  input clk6_25MHz,
  input rst,
  output reg clk3_12MHz);
  always@(posedge clk6_25MHz or posedge rst) begin
    if(rst) begin
      clk3_12MHz <= 1'b0;
    end else begin
      clk3_12MHz <= ~clk3_12MHz;
    end
  end
endmodule
module clkGen3_12MHz_781kHz(
  input clk3_12MHz,
  input rst,
  output reg clk781kHz);
  reg clk_mid;
  always@(posedge clk3_12MHz or posedge rst) begin
    if(rst) begin
      clk_mid <= 1'b0;
    end else begin
      clk_mid <= ~clk_mid;
    end
  end
  always@(posedge clk_mid or posedge rst) begin
    if(rst) begin
      clk781kHz <= 1'b0;
    end else begin
      clk781kHz <= ~clk781kHz;
    end
  end
endmodule
module clkGen_781kHz_195kHz(
  input clk781kHz,
  input rst,
  output reg clk195kHz);
  reg clk_mid;
  always@(posedge clk781kHz or posedge rst) begin
    if(rst) begin
      clk_mid <= 1'b0;
    end else begin
      clk_mid <= ~clk_mid;
    end
  end
  always@(posedge clk_mid or posedge rst) begin
    if(rst) begin
      clk195kHz <= 1'b0;
    end else begin
      clk195kHz <= ~clk195kHz;
    end
  end
endmodule
```

## design/flow/run.sh

```bash
#!/bin/bash
# OpenROAD 26Q1-2900-gdf79404cd8, Yosys 0.63+post, stock flow scripts
make -C /OpenROAD-flow-scripts/flow DESIGN_CONFIG=/design/flow/config.mk WORK_HOME=/design/flow/orfs finish
```

==> summary.rpt <==
GLOBAL ROUTE
--------------------------------------------------------------------------------------
Number of antenna violations at the first check in global routing .......            0
Total routing resource utilization after global routing .................        14.3%
Wire length of the first global-routing pass ............................      8.49 mm
Number of global-route vias before repair ...............................         1738
GR Overflow Total .......................................................            0
Pin count of the biggest net entering global routing ....................           20

ROUTE
--------------------------------------------------------------------------------------
Diode count .............................................................            0
Via density per instance ................................................         5.01
Total vias in the final route ...........................................         1819
Wire length reported by the detailed router .............................      5.04 mm
Router iterations before antenna repair .................................            4
DRC violations left .....................................................            0
WL/cell .................................................................      13.9 um
DRT iter0 DRCs ..........................................................           78
Detail Route Antenna Nets ...............................................            0

LOGIC SYNTHESIS
--------------------------------------------------------------------------------------
Number of standard cells after synthesis ................................          216
Count of cell types in the netlist ......................................           44
Netlist area before placement ...........................................    2270 um^2
Sequential element share of the synthesized area ........................        46.1%
Synth Register Bits .....................................................           40
Number of warnings issued by yosys ......................................            4
Chip area line of the yosys report ......................................    2270 um^2
Post-Syn Area per Cell ..................................................    10.5 um^2
Async set-reset flop share out of synthesis .............................        75.0%
Post-synth top flop .....................................................      dfrtp_1
Cell total in the yosys stat output .....................................          216
Count of library flops with an enable pin ...............................            9

MIN PATH
--------------------------------------------------------------------------------------
Path class of the lowest-slack min-delay path ........................... flop to flop

TIMING
--------------------------------------------------------------------------------------
Slew Limit Headroom .....................................................        49.8%
Number of unconstrained endpoints .......................................            3
Number of register pins that no clock reaches ...........................            3
Layout Skew .............................................................      7.12 ps
Final count of pins violating max slew ..................................            0
Worst hold slack ........................................................       501 ps
Least setup slack across all paths after layout .........................       196 ps
Post-layout period usage of the worst path ..............................        92.7%
Pin slew with the least headroom to its limit ...........................       752 ps
Minimum clock period ....................................................      2500 ps
Peak clock frequency supported by timing ................................    0.399 GHz
Final-report setup violation count ......................................            0
Unrepaired setup endpoints after global routing .........................           no
Summed negative setup slack over all endpoints ..........................         0 ps
Final-report hold violation count .......................................            0

FINISH
--------------------------------------------------------------------------------------
Comb. cell area .........................................................    1140 um^2
Storage element area ....................................................    1040 um^2
Finished Cell Area ......................................................    2920 um^2
Filler cells ............................................................          733
Share of cells above drive strength 1 ...................................        15.9%
Max reg flops ...........................................................           12
Synth-to-Final Area Change ..............................................        28.9%

CLOCK NETWORK
--------------------------------------------------------------------------------------
Count of H-tree levels built during CTS .................................            2
Number of buffers inserted for hold repair after clock tree synthesis ...            0
Clock Latency Late Sink .................................................       290 ps
Number of resized instances in the post-cts repair step .................            0
Clock tree from TritonCTS ...............................................        built
CTS Root Cell ...........................................................     clkbuf_8
Number of buffers inserted by post-CTS setup repair .....................            0
Maximum buffer depth of the clock tree ..................................            2
Number of buffers created by CTS ........................................            5
Clock slew at the register clock pins of the worst setup and hold paths .        70 ps

PLACEMENT
--------------------------------------------------------------------------------------
Count of buffers from port buffering ....................................           45
Placed wire-length estimate .............................................      3.95 mm
Area after DPL ..........................................................    2840 um^2
Placer congestion estimate ..............................................        0.839
Pre-CTS setup slack .....................................................     -33.4 ps

JOB
--------------------------------------------------------------------------------------
Tally of OpenROAD warnings ..............................................           28
Number of max-cap violations ............................................            0

CRITICAL PATH
--------------------------------------------------------------------------------------
Worst Setup End Kind ....................................................  output port
Worst setup path class .................................................. flop to output port
Max FO, Critical Path ...................................................            3
Critical-path cell with the highest stage delay ......................... clkdlybuf4s50_1
Cell chain of the critical path ......................................... or2_2 -> mux2i_1 -> nor4_1 -> clkdlybuf4s50_1
Startpoint type of the worst setup path .................................         flop
Worst stage delay on the critical path ..................................       540 ps
CP Data Required Time ...................................................      2160 ps
Arrival time of the worst setup path ....................................      1960 ps

DIE
--------------------------------------------------------------------------------------
Placeable core area .....................................................    7290 um^2
IO Pins .................................................................           46
Row cnt .................................................................           31
Area of the chip ........................................................    7900 um^2
Die outline width .......................................................      88.9 um
DIE HEIGHT ..............................................................      88.9 um
Starting Density ........................................................        31.1%

PWR
--------------------------------------------------------------------------------------
Max VDD drop ............................................................       432 uV
Total power .............................................................      2290 uW
Power per unit of standard cell area ....................................  785 nW/um^2
Leakage dissipation .....................................................   0.00111 uW

OUTCOME
--------------------------------------------------------------------------------------
Status ..................................................................    completed

-- cell usage after synthesis, drive strengths merged (6+ instances only) --
library cell	n	share of area [%]
xnor2	15	5.8
inv	10	1.7
edfxtp	9	12
dfrtp	27	30
nand2	18	3.0
a22o	6	2.3
mux2	20	9.9
a21oi	11	3.4
clkbuf	7	1.2
a22oi	7	2.3
nor2	16	3.0
o21ai	8	1.8
-- area by class of cell --
type	count	share of cell area, %
clock buffers	6	2.49
well taps	99	4.24
inverters	10	1.29
clock inverters	2	0.343
repair buffers	50	16.7
flip-flops and latches	40	35.8
multi-input cells	156	39.2
-- critical path, delay by kind of cell, from the launching register on --
kind | cells | cell delay (ps)
buf+inv | 1 | 540
mux | 1 | 120
flops | 1 | 370
simple gates | 2 | 640
-- routing by layer --
metal | part of all wire [%] | track usage, %
met1 | 49 | 23.6
met3 | 4.8 | 2.43
met2 | 45 | 21.2
met5 | 0 | 0
met4 | 1.4 | 1.47
-- stage by stage --
step,instances,utilization (%)
floorplan,216,-
global placement,355,38.9
detailed placement,355,38.9
CTS,363,40.0
global route,363,40.0
finish,363,40.0
-- logic make-up after synthesis --
| logic type | after synthesis | share of synthesized area [%] |
|---|---|---|
| and+or+nand+nor | 60 | 13.4 |
| AOI/OAI and AO/OA | 54 | 17.7 |
| DFF | 40 | 46.1 |
| muxes | 22 | 10.8 |
| buffers and inverters | 20 | 3.42 |
| xor gates and xnor gates | 15 | 5.80 |
| adders and majority gates | 5 | 2.76 |
-- layout by cell type (no fill, tap or decap), drive strengths merged, types with 2 or more instances in the layout --
cell type,instances
nor4,2
a22oi,7
edfxtp,9
a211oi,2
a21oi,11
nand2,18
a31oi,5
o22ai,2
o21ai,8
a32o,2
clkdlybuf4s50,45
xnor2,15
nor2b,4
a32oi,2
dfstp,3
and2,3
nand4,5
mux2,20
mux2i,2
clkbuf,6
a22o,6
inv,10
a221oi,3
ha,5
nor2,16
nor3,4
dfrtp,27
buf,5
clkinv,2
or2,3
-- power by group --
group	switching, uW	leakage (uW)	internal (uW)	total (uW)
logic	276	0.000620	555	832
clock network	194	0.0000450	179	373
registers	289	0.000448	800	1090
total	759	0.00111	1530	2290
-- final timing paths --
kind	from	end	slack, ps	cells after the start
setup / recovery	i2cState[6]	SDA_o	200	4
hold / removal	i2cState[6]	i2cState[6]	500	1
setup reg to reg	data_reg[0]	mode_reg[1]	490	5
hold reg to reg	i2cState[6]	i2cState[6]	500	1
max in group asynchronous	rst	mode_reg[1]	1440	3
min in group asynchronous	rst	data_reg[1]	680	2
Power figures rest on the tool's default switching activity, not on a simulated workload.
